`./design.v`:
```
module count_ones_fsmd_2p #(
    parameter  int INPUT_WIDTH  = 8,
    localparam int OUTPUT_WIDTH = $clog2(INPUT_WIDTH + 1)
) (
    input  logic                    clk,
    input  logic                    rst,
    input  logic                    go,
    input  logic [ INPUT_WIDTH-1:0] in,
    output logic [OUTPUT_WIDTH-1:0] out,
    output logic                    done
);
  typedef enum logic[1:0] {
    START,
    COMPUTE,
    RESTART,
    XXX = 'x
  } state_t;
  state_t state_r , next_state;
  logic done_r, next_done;
  logic [$bits(in)-1:0]  n_r, next_n;
  logic [$bits(out)-1:0]  out_r, next_out;
  logic [$bits(out)-1:0] count_r, next_count;
  assign out = out_r;
  assign done = done_r;
  always_ff@(posedge clk or posedge rst) begin
    if(rst) begin
      done_r <= 1'b0;
      count_r <= '0;
      out_r <= '0;
      n_r <= '0;
      state_r <= START;
    end else begin
      done_r <= next_done;
      out_r <= next_out;
      n_r <= next_n;
      count_r <= next_count;
      state_r <= next_state;
    end
  end
  always_comb begin
    next_done = done_r;
    next_out = out_r;
    next_n = n_r;
    next_count = count_r;
    next_state = state_r;
    case (state_r)
      START :  begin
        next_done = 1'b0;
        next_out = '0;
        next_n = in;
        next_count = '0;
        if(go) begin
          next_state = COMPUTE;
        end
      end
        COMPUTE : begin
          if(next_n != 0) begin
            next_n = next_n & (next_n - 1);
            next_count = next_count + 1'b1;
          end else begin
            next_state = RESTART;
          end
        end
        RESTART : begin
          next_out = next_count;
          next_done = 1'b1;
          next_count = '0;
          next_n = in;
          if(go) begin
            next_done = 1'b0;
            next_state = COMPUTE;
          end
        end
        default: next_state = XXX;
      endcase
    end
endmodule
```
`./run.sh`:
```
#!/bin/bash
# OpenROAD 26Q1-2900-gdf79404cd8, Yosys 0.63+post, stock flow scripts
make -C /OpenROAD-flow-scripts/flow DESIGN_CONFIG=/design/flow/config.mk WORK_HOME=/design/flow/orfs finish
```
`./config.mk`:
```
export PLATFORM = sky130hd
export DESIGN_NAME = count_ones_fsmd_2p
export DESIGN_NICKNAME = count_ones_fsmd_2p
export VERILOG_FILES = /design/flow/design.v
export SDC_FILE = /design/flow/constraint.sdc
export NUM_CORES = 4
export LEC_CHECK = 1
export CORE_AREA = 10 10 93 93
export DIE_AREA = 0 0 103 103
```
`./constraint.sdc`:
```
current_design count_ones_fsmd_2p

set clk_period 3.4
set clk_io_pct 0.2

create_clock -name clk0 -period $clk_period [get_ports {clk}]

set non_clock_inputs [all_inputs -no_clocks]
set_input_delay [expr $clk_period * $clk_io_pct] -clock clk0 $non_clock_inputs
set_output_delay [expr $clk_period * $clk_io_pct] -clock clk0 [all_outputs]
```
==> flow_summary.yaml <==
# yosys + openroad results
clocking:
  post_cts_buffers: 0
  cts.sinks: 20
  cts_max_level: 1
  cts_tree: "done"
  numCtsBuffers: 3
  clockBufferDepth: 2
  ctsHoldBuffers: 0
  cts-resized-gates: 0
  clk_latency_ns: 0.26
  clk_pin_slew_ns: 0.07
  ctsRootBufferMaster: "clkbuf_8"
placement:
  numPortBuffers: 15
  placed_cell_area_um2: 1210
  dp_hpwl_um: 1700
  preCtsSetupSlack_ns: 1.40
  globalplace.congestion: 0.827
logic_synthesis:
  syn-instance-count: 93
  ys_area_um2: 972
  postSynthAreaPerCell_um2: 10.5
  synth_area_um2: 972
  yosysSeqAreaShare: 0.516
  ys_cells: 93
  ys_warn_count: 1
  synth-edff-count: 0
  ff_type: "dfrtp_1"
  ys_ff: 20
  ys_types: 35
  ys_async_sr_fraction: 1.00
die:
  core.rowCount: 30
  fp.coreArea_um2: 6760
  die_h_um: 103
  die_w_um: 103
  die_area_um2: 10600
  ios: 16
  initial_core_util: 0.144
layout:
  final_cell_mix: "dfrtp_1, clkdlybuf4s50_1, nor2_1"
  finalInstanceArea_um2: 1250
  fill_cells: 756
  layout.cells.most_common: "dfrtp_1"
  fin_util: 0.185
  area_delta_synth_final_pct: 28.7
  drive_above_1_share: 0.131
job:
  cap_violations: 0
  tool_warnings: 25
power_and_ir_drop:
  seqPwrFrac: 0.448
  p_sw_uw: 339
  swShare: 0.360
  power_density_nw_per_um2: 753
  p_int_uw: 604
  power.share.clock: 0.170
  leakagePower_nw: 0.515
  p_comb_frac: 0.381
  vdd_drop_max_mv: 0.202
critical_path:
  path_class: "reg2reg"
  cp-end-kind: "register"
  worstReg2RegStart: "state_r[2]"
  required_ns: 3.55
  critPathMaxFanout: 14
  worstPathArrival_ns: 2.16
  start_kind: "register"
  startpoint: "state_r[2]"
global_routing:
  antenna_found_initial: 0
  grt_first_pass_wirelength_um: 3720
  overflow: 0
  grt_pass1_vias: 732
  track_usage: 0.0437
  grt_max_degree: 21
final_timing:
  min_period_ns: 2.01
  fin_tns_setup_ns: 0
  setup_violations: 0
  worstMarginPinSlew_ns: 0.759
  slew_headroom: 0.493
  period_used_share: 0.590
  clock.fmax_mhz: 498
  fin_skew_ns: 0.00310
  drv_slew: 0
  hold_violations: 0
  setup_slack_ns: 1.39
  holdWs_ns: 0.490
  rsz0062_at_grt: "false"
min_path:
  min-delay-start: "done_r"
  hp-class: "reg2reg"
detailed_routing:
  firstDrtPassIters: 4
  ant_nets: 0
  n_antenna_cell: 0
  vias: 782
  post_drt_wl_per_cell_um: 12.0
  drc: 0
  dr.first_iter.drc_count: 31
  routed_wl_um: 2250
  via_per_inst: 4.18
outcome:
  outcome: "finished clean"
-- power groups by stage --
stage	clock (mW)	combinational, mW	sequential [mW]
CTS	0.163	0.365	0.424
global route	0.175	0.405	0.445
finish	0.160	0.359	0.423
-- registers in the layout (all words and copies together) (netlist names) --
name / count
n_r: 8
count_r: 4
out_r: 4
state_r: 3
done_r: 1
-- area by class of cell --
| cell class | instances | area [um^2] | area share |
|---|---|---|---|
| timing repair buffer | 16 | 158 | 0.126 |
| sequential | 20 | 502 | 0.401 |
| inverter | 4 | 15.0 | 0.0120 |
| clock buffer | 4 | 45.0 | 0.0360 |
| multi-input combinational | 63 | 432 | 0.345 |
| tap | 80 | 100 | 0.0800 |
-- synthesized netlist by cell type (2+ instances only) --
| cell type | number | area (um^2) |
|---|---|---|
| nand3_1 | 5 | 25.0 |
| o2111ai_1 | 2 | 17.5 |
| nor2b_1 | 2 | 12.5 |
| inv_1 | 4 | 15.0 |
| a22o_1 | 5 | 43.8 |
| mux2i_1 | 3 | 30.0 |
| nor4_1 | 2 | 12.5 |
| nand2_1 | 5 | 18.8 |
| a32o_1 | 2 | 20.0 |
| or4_1 | 2 | 15.0 |
| nand4_1 | 3 | 18.8 |
| dfrtp_1 | 19 | 475 |
| nor2_1 | 6 | 22.5 |
| nor3_1 | 4 | 20.0 |
| or2_2 | 2 | 12.5 |
| clkbuf_1 | 5 | 18.8 |
| o21ai_0 | 2 | 10.0 |
| a31o_2 | 2 | 17.5 |
| a21oi_1 | 2 | 10.0 |
-- routing by layer --
layer	track usage	vias up	share of wire	routed length (um)
met5	0	-	0	0
met1	0.0640	377	0.48	1080
li1	-	383	-	-
met4	0.00214	0	0.0058	13
met3	0.0230	2	0.11	244
met2	0.0580	20	0.40	909
-- final timing paths --
check,to,slack (ns),cells past startpoint
min in group asynchronous,out_r[3],0.86,2
worst min register to register,done_r,0.49,2
worst max-delay path,n_r[2],1.39,3
worst max register to register,n_r[2],1.39,3
max in group asynchronous,state_r[2],2.07,2
worst min-delay path,done_r,0.49,2
-- critical path, stage by stage (launching register included) --
cell,delay (ns)
dfrtp_1,0.58
or3b_2,0.56
or4_4,0.48
a32o_1,0.28
-- kinds of logic (layout without fill, tap and decap cells) --
family / after synthesis / in the layout / share of synthesized area
AND/OR/NAND/NOR: 36 / 36 / 0.208
AND-OR/OR-AND: 22 / 22 / 0.180
flip-flops: 20 / 20 / 0.516
buffers and inverters: 10 / 24 / 0.0399
multiplexers: 4 / 4 / 0.0425
adder cells (fa/ha/maj): 1 / 1 / 0.0129
-- metrics by stage --
stage	power [mW]	std cells
4_1_cts	0.952	187
2_1_floorplan	0.657	93
5_1_grt	1.02	187
3_3_place_gp	0.783	183
6_report	0.942	187
3_5_place_dp	0.790	183
Power figures rest on the tool's default switching activity, not on a simulated workload.
