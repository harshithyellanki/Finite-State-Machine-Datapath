[flow/design.v]
module count_ones_fsmd_1p #(
    parameter  int INPUT_WIDTH  = 8,
    localparam int OUTPUT_WIDTH = $clog2(INPUT_WIDTH + 1)
) (
    input  logic                    clk,
    input  logic                    rst,
    input  logic                    go,
    input  logic [ INPUT_WIDTH-1:0] in,
    output logic [OUTPUT_WIDTH-1:0] out,
    output logic                    done
);
typedef enum logic [1:0] {
  START,
  COMPUTE,
  RESTART,
  XXX = 'x
} state_t;
state_t state_r;
logic [$bits(in)-1:0]  n_r;
logic [$bits(out)-1:0]  out_r;
logic [$bits(out)-1:0] count_r;
logic         done_r;
assign out = out_r;
assign done = done_r;
always_ff@(posedge clk or posedge rst) begin
  if ((rst)) begin
    out_r <= '0;
    done_r <= 1'b0;
    count_r <= '0;
    n_r <= '0;
    state_r <= START;
  end else begin
    done_r <= 1'b0;
    case(state_r)
      START: begin
        done_r <= 1'b0;
        out_r <= '0;
        count_r <= '0;
        n_r <= in;
        if(go) state_r <= COMPUTE;
      end
      COMPUTE: begin
        if(n_r!=0) begin
          n_r <= n_r & (n_r-1);
          count_r <= count_r + 1'b1;
        end else begin
          state_r <= RESTART;
        end
      end
      RESTART: begin
        out_r <= count_r;
        done_r <= 1'b1;
        count_r <= '0;
        n_r <= in;
        if(go) begin
          done_r <= 1'b0;
          state_r <= COMPUTE;
        end
      end 
        default: state_r <= XXX;
    endcase
  end
end
endmodule
[flow/run.sh]
#!/bin/bash
# OpenROAD 26Q1-2900-gdf79404cd8, Yosys 0.63+post, stock flow scripts
make -C /OpenROAD-flow-scripts/flow DESIGN_CONFIG=/design/flow/config.mk WORK_HOME=/design/flow/orfs finish
[flow/config.mk]
export PLATFORM = sky130hd
export DESIGN_NAME = count_ones_fsmd_1p
export DESIGN_NICKNAME = count_ones_fsmd_1p
export VERILOG_FILES = /design/flow/design.v
export SDC_FILE = /design/flow/constraint.sdc
export NUM_CORES = 4
export LEC_CHECK = 1
export CORE_AREA = 10 10 84 84
export DIE_AREA = 0 0 94 94
[flow/constraint.sdc]
current_design count_ones_fsmd_1p

set clk_period 3.2
set clk_io_pct 0.2

create_clock -name clk0 -period $clk_period [get_ports {clk}]

set non_clock_inputs [all_inputs -no_clocks]
set_input_delay [expr $clk_period * $clk_io_pct] -clock clk0 $non_clock_inputs
set_output_delay [expr $clk_period * $clk_io_pct] -clock clk0 [all_outputs]
==> impl_table.tex <==
% Yosys + OpenROAD metrics
\begin{tabular}{lr}
\hline
Metric & Value \\
\hline
\multicolumn{2}{l}{\textbf{Outcome}} \\
\quad Result of the run & completed \\
\multicolumn{2}{l}{\textbf{Worst setup path}} \\
\quad Longest individual stage delay on the worst path & 0.47 ns \\
\quad Required @ worst endpoint & 2.56 ns \\
\quad Arrival time at the worst endpoint & 1.08 ns \\
\quad Worst Setup Start Kind & flop \\
\quad Critical path's top delay family & buffers and inverters \\
\quad Biggest fanout along the worst timing path & 2 \\
\quad Cells traversed along the worst timing path & clkdlybuf4s50\_1 \\
\quad Worst setup path class & flop to primary output \\
\quad Worst path bufs/invs & 1 \\
\quad Cell with the largest stage delay on the worst path & clkdlybuf4s50\_1 \\
\quad Capturing element type of the critical path & primary output \\
\multicolumn{2}{l}{\textbf{Pwr}} \\
\quad Leakage power & 0.519 nW \\
\quad Power Dens Cells & 834 nW/um\^{}2 \\
\quad Worst voltage drop across the vdd grid & 216 uV \\
\multicolumn{2}{l}{\textbf{Floorplanning}} \\
\quad Core region area & 5200 sq um \\
\quad Initial core utilization & 18.8\% \\
\quad Site row count & 26 \\
\quad Horizontal die size & 94 um \\
\quad Io pins & 16 \\
\quad Die Height & 94 um \\
\quad Die area & 8840 sq um \\
\multicolumn{2}{l}{\textbf{Placement}} \\
\quad Place WS & 1.58 ns \\
\quad HPWL after detailed placement & 1600 um \\
\quad Number of I/O port buffers & 15 \\
\quad Global placer's final weighted congestion & 0.828 \\
\multicolumn{2}{l}{\textbf{CTS}} \\
\quad Hold buffers post-CTS & 0 \\
\quad H-Tree Depth & 1 \\
\quad Clock Pin Slew Worst Setup and Hold Paths & 0.07 ns \\
\quad Number of sinks on the clock net & 20 \\
\quad Clk root buf & clkbuf\_8 \\
\quad Number of buffers between clock root and the deepest sink & 2 \\
\quad Clock tree from TritonCTS & yes \\
\quad Worst-skew pair later-pin latency & 0.25 ns \\
\quad Number of clock buffers inserted by TritonCTS & 3 \\
\quad Cts repair resizes & 0 \\
\quad Number of setup buffers added after CTS & 0 \\
\multicolumn{2}{l}{\textbf{Drt}} \\
\quad Detail-routed net length per standard cell & 12.2 um \\
\quad N\_diodes & 0 \\
\quad Detailed-route vias per instance & 4.24 \\
\quad Antenna-violating nets left & 0 \\
\quad Iteration count of the initial detailed-routing pass & 4 \\
\quad Drt initial violations & 32 \\
\quad Total detailed-routing wirelength & 2160 um \\
\quad Count of unresolved DRC violations after routing & 0 \\
\quad Number of vias after detailed routing & 750 \\
\multicolumn{2}{l}{\textbf{Final timing}} \\
\quad Time the final worst path needs with I/O delays and setup & 1.72 ns \\
\quad Maximum clock frequency & 0.583 GHz \\
\quad Setup TNS after final layout & 0 ns \\
\quad Final clock period utilization by the worst path & 53.6\% \\
\quad Setup repair after global routing missed its margin & no \\
\quad Slew @ Worst Pin & 0.791 ns \\
\quad Hold violation count in the final report & 0 \\
\quad Relative slew margins & 47.1\% \\
\quad Endpoints failing setup & 0 \\
\quad Setup Skew & 0.000693 ns \\
\quad Final slew viol count & 0 \\
\quad Final setup slack of the worst path & 1.48 ns \\
\multicolumn{2}{l}{\textbf{GRT}} \\
\quad Global-route total usage across every layer & 5.27\% \\
\quad Number of global-route vias before repair & 765 \\
\quad Initial antenna violation count & 0 \\
\quad Largest net degree at the start of global routing & 21 \\
\quad Wire length of the first global-routing pass & 3810 um \\
\quad Aggregate global routing overflow & 0 \\
\multicolumn{2}{l}{\textbf{Synth}} \\
\quad Register area share after synthesis & 51.4\% \\
\quad Flops out of synthesis & 20 \\
\quad Cell variety after synth & 40 \\
\quad Yosys warning tally & 1 \\
\quad Chip area line of the yosys report & 976 sq um \\
\quad Summed instance area of the synthesized netlist & 976 sq um \\
\quad Average footprint of a synthesized cell & 10.5 sq um \\
\quad Synthesized instance count & 93 \\
\quad \# Cells Yosys & 93 \\
\multicolumn{2}{l}{\textbf{Hold path}} \\
\quad Type of the tightest min-delay check & flop to flop \\
\multicolumn{2}{l}{\textbf{Layout}} \\
\quad Share of final-layout standard cells stronger than drive strength 1 & 12.1\% \\
\quad Area growth syn-to-layout & 27.7\% \\
\multicolumn{2}{l}{\textbf{Job}} \\
\quad Number of max-cap violations & 0 \\
\quad Tool warnings & 25 \\
\hline
\end{tabular}
-- cells in the final DEF (no fill, tap or decap), drive strengths merged, types with 2 or more instances in the layout --
master,n
nor3,4
dfrtp,19
o22ai,2
a22o,4
nand4,2
nor4,2
or4,2
nand3,5
clkdlybuf4s50,15
nand2,6
nor2,4
clkbuf,4
nor2b,2
mux2i,2
a211oi,3
or2,3
inv,3
o21ai,7
-- metal layers --
layer,global-route usage (%),vias up,part of all wire [%]
li1,-,383,-
met1,7.33,344,46
met2,7.49,21,41
met3,2.75,2,11
met4,0.253,0,0.60
met5,0,-,0
-- state kept, by name, summed over array words and instances, names as in the netlist --
register and flops:
n_r 8, count_r 4, out_r 4, state_r 3, done_r 1
-- cell type report --
cell class / instances / area, sq um
Sequential cell: 20 / 502
Fill cell: 569 / 3960
Timing Repair Buffer: 15 / 150
Inverter: 3 / 11.3
Multi-Input combinational cell: 65 / 440
Clock buffer: 4 / 55.1
Tap cell: 70 / 87.6
-- final timing paths --
check                                start  endpoint  slack, ns  cells after the start
worst max-delay path              out_r[1]    out[1]       1.48                      1
worst min-delay path              out_r[3]  out_r[3]       0.50                      1
worst max register to register  state_r[2]    n_r[6]       1.60                      3
worst min register to register    out_r[3]  out_r[3]       0.50                      1
max in group asynchronous              rst    n_r[6]       1.91                      2
min in group asynchronous              rst    done_r       0.82                      2
-- metrics by stage --
step / utilization, % / cells / instance area (sq um) / power, W / hold WS [ns]
after floorplan: - / 93 / 976 / 0.000731 / 0.439
after global placement: 22.9 / 173 / 1190 / 0.000861 / 0.486
after detailed placement: 22.9 / 173 / 1190 / 0.000859 / 0.484
after CTS: 23.9 / 177 / 1250 / 0.00105 / 0.500
after global routing: 23.9 / 177 / 1250 / 0.00114 / 0.523
final: 23.9 / 177 / 1250 / 0.00104 / 0.503
-- cells in the mapped netlist --
master | count | area share, %
nor2b_1 | 2 | 1.3
nor3b_1 | 1 | 0.77
nor3_1 | 3 | 1.5
a211o_1 | 1 | 0.90
nor4b_1 | 1 | 0.90
a32o_1 | 1 | 1.0
dfstp_2 | 1 | 2.7
nor4_2 | 1 | 1.3
a22o_1 | 4 | 3.6
inv_1 | 3 | 1.2
a211oi_1 | 3 | 2.3
or4b_2 | 1 | 1.0
dfrtp_1 | 19 | 49
and3_1 | 1 | 0.64
o31ai_1 | 1 | 0.77
o21ai_1 | 1 | 0.51
a31oi_1 | 1 | 0.64
or4_4 | 1 | 1.2
o221a_2 | 1 | 1.2
o21ai_0 | 6 | 3.1
mux2i_1 | 2 | 2.1
buf_2 | 3 | 1.5
nor4_1 | 1 | 0.64
clkbuf_1 | 2 | 0.77
nor3_4 | 1 | 1.7
or3_1 | 1 | 0.64
o311ai_1 | 1 | 0.90
nand2b_1 | 1 | 0.64
ha_1 | 1 | 1.3
a21oi_1 | 1 | 0.51
and4b_1 | 1 | 1.0
nand2_1 | 6 | 2.3
nor2_1 | 4 | 1.5
nand3_1 | 5 | 2.6
or4_1 | 1 | 0.77
o22ai_1 | 2 | 1.3
or2_2 | 3 | 1.9
nand3b_1 | 1 | 0.77
nand4_1 | 2 | 1.3
o211ai_1 | 1 | 0.77
-- cell families after synthesis --
logic type,share of synthesized area [%]
flip-flops,51.4
AND-OR/OR-AND,17.4
adder cells (fa/ha/maj),1.28
buffers and inverters,3.46
multiplexers,2.05
AND/OR/NAND/NOR,24.4
-- power by group --
group	total [W]	internal, W	switching [W]
clock	0.000186	0.000109	0.0000766
combinational	0.000398	0.000200	0.000198
sequential	0.000456	0.000345	0.000111
No activity file was given, so power comes from the tool's default toggle rates.
