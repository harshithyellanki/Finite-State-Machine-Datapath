===== flow/run.sh =====
#!/bin/bash
# OpenROAD 26Q1-2900-gdf79404cd8, Yosys 0.63+post, stock flow scripts
make -C /OpenROAD-flow-scripts/flow DESIGN_CONFIG=/design/flow/config.mk WORK_HOME=/design/flow/orfs finish

===== flow/config.mk =====
export PLATFORM = sky130hd
export DESIGN_NAME = count_ones_fsm_plus_d
export DESIGN_NICKNAME = count_ones_fsm_plus_d
export VERILOG_FILES = /design/flow/design.v
export SDC_FILE = /design/flow/constraint.sdc
export NUM_CORES = 4
export LEC_CHECK = 1
export CORE_AREA = 10 10 84 84
export DIE_AREA = 0 0 94 94

===== flow/constraint.sdc =====
current_design count_ones_fsm_plus_d

set clk_period 2.6
set clk_io_pct 0.2

create_clock -name clk0 -period $clk_period [get_ports {clk}]

set non_clock_inputs [all_inputs -no_clocks]
set_input_delay [expr $clk_period * $clk_io_pct] -clock clk0 $non_clock_inputs
set_output_delay [expr $clk_period * $clk_io_pct] -clock clk0 [all_outputs]

===== flow/design.v =====
module count_ones_datapath #(
    parameter int INPUT_WIDTH = 32,
    localparam int OUTPUT_WIDTH = $clog2(INPUT_WIDTH + 1)
) (
    input  logic                    clk,
    input  logic                    rst,
    input  logic [INPUT_WIDTH-1:0]  in,
    input  logic                    n_en,
    input  logic                    n_sel,
    input  logic                    count_en,
    input  logic                    count_sel,
    input  logic                    out_en,
    output logic [OUTPUT_WIDTH-1:0] out,
    output logic                    n_eq_0
);
    logic [INPUT_WIDTH-1:0] n_r, n_next;
    logic [OUTPUT_WIDTH-1:0] count_r, count_next;
    always_ff @(posedge clk or posedge rst) begin
        if (rst) begin
            n_r     <= '0;
            count_r <= '0;
        end else begin
                 n_r <= n_next;
              count_r <= count_next;
        end
    end
    always_comb begin
        if (out_en) begin
            out = count_r;  
        end else begin
            out = 0;        
        end
    end
    always_comb begin
        n_next = n_r;
        count_next = count_r;
        if (n_en) begin
            n_next = n_sel ? in : (n_r & (n_r - 1));
            if ((n_eq_0 == 0) && (n_sel == 0)) count_next = count_r + 1; 
        end
        if (count_en && count_sel) count_next = '0; 
    end
    assign n_eq_0 = (n_r == 0);
endmodule
module count_ones_fsm (
    input  logic clk,
    input  logic rst,
    input  logic go,
    input  logic n_eq_0,
    output logic done,
    output logic n_en,
    output logic out_en,
    output logic count_en,
    output logic n_sel,
    output logic count_sel
);
    typedef enum logic [1:0] {START, COMPUTE, RESTART} state_t;
    state_t state_r, next_state;
    always_ff @(posedge clk or posedge rst) begin
        if (rst) 
            state_r <= START;
        else 
            state_r <= next_state;
    end
    always_comb begin
        n_en = 0;
        n_sel = 0;
        count_en = 0;
        count_sel = 0;
        out_en = 0;
        done = 0;  
        next_state = state_r; 
        case (state_r)
            START: begin
                if (go) begin
                    n_en = 1;
                    n_sel = 1;
                    count_en = 1;
                    count_sel = 1; 
                    out_en = 0;
                    next_state = COMPUTE;
                end
            end
            COMPUTE: begin
                n_en = 1;
                count_en = 1;
                if (n_eq_0) begin
                     done = 1;
                     out_en = 1'b1;
                    if(go) begin
                        next_state = RESTART;
                    end
                end 
            end
            RESTART: begin
                count_en = 1;
                count_sel = 1;
                done = 0;
                n_en = 1;
                n_sel = 1;
                count_en = 1;
                count_sel = 1; 
                next_state = COMPUTE;
            end
        endcase
    end
endmodule
module count_ones_fsm_plus_d #(
    parameter  int INPUT_WIDTH  = 8,
    localparam int OUTPUT_WIDTH = $clog2(INPUT_WIDTH + 1)
) (
    input  logic                    clk,
    input  logic                    rst,
    input  logic                    go,
    input  logic [ INPUT_WIDTH-1:0] in,
    output logic [OUTPUT_WIDTH-1:0] out,
    output logic                    done
);
logic n_eq_0;
logic n_en;
logic n_sel;
logic count_en;
logic count_sel;
logic out_en;
count_ones_datapath #(
    .INPUT_WIDTH(INPUT_WIDTH)
) datapath (
    .clk(clk),
    .rst(rst),
    .in(in),
    .n_en(n_en),
    .n_sel(n_sel),
    .count_en(count_en),
    .count_sel(count_sel),
    .out_en(out_en),
    .out(out),
    .n_eq_0(n_eq_0)
);
count_ones_fsm controller (
    .clk(clk),
    .rst(rst),
    .go(go),
    .n_eq_0(n_eq_0),
    .done(done),
    .n_en(n_en),
    .out_en(out_en),
    .count_en(count_en),
    .n_sel(n_sel),
    .count_sel(count_sel)
);
endmodule

==> report_table.html <==
<h3>Run summary</h3>
<table>
<tr><th>Metric</th><th>Value</th></tr>
<tr><th colspan="2">Status</th></tr>
<tr><td>Run status</td><td>finished clean</td></tr>
<tr><th colspan="2">Placed design</th></tr>
<tr><td>DP Wirelength</td><td>1.35 mm</td></tr>
<tr><td>Port bufs</td><td>15</td></tr>
<tr><td>Placed Instance Area</td><td>988 µm²</td></tr>
<tr><td>Placer's final routability congestion estimate</td><td>0.767</td></tr>
<tr><td>Placed cell count</td><td>161</td></tr>
<tr><th colspan="2">STA</th></tr>
<tr><td>Final Skew</td><td>0.00387 ns</td></tr>
<tr><td>Final setup violating endpoints</td><td>0</td></tr>
<tr><td>Number of hold violations in the final report</td><td>0</td></tr>
<tr><td>Maximum clock frequency</td><td>0.441 GHz</td></tr>
<tr><td>Fraction of the cycle the final worst path needs</td><td>0.872</td></tr>
<tr><td>Unrepaired setup endpoints after global routing</td><td>false</td></tr>
<tr><td>Max_slew headroom</td><td>0.466</td></tr>
<tr><td>Final TNS setup</td><td>0 ns</td></tr>
<tr><td>Time the worst path needs with I/O delays and setup</td><td>2.27 ns</td></tr>
<tr><td>Number of max-slew violations in the final report</td><td>0</td></tr>
<tr><td>Worst Max-Slew Pin Slew</td><td>0.794 ns</td></tr>
<tr><th colspan="2">Detailed routing</th></tr>
<tr><td>Number of violations reported at the end of detailed-routing iteration 0</td><td>39</td></tr>
<tr><td>Vias per inst</td><td>3.75</td></tr>
<tr><td>Wire length on met3</td><td>91 µm</td></tr>
<tr><td>Post-route DRC violation count</td><td>0</td></tr>
<tr><td>Metal2 WL</td><td>891 µm</td></tr>
<tr><td>Count of nets left with antenna violations after detail routing</td><td>0</td></tr>
<tr><td>Initial DRT Pass Iterations</td><td>4</td></tr>
<tr><td>Met1 layer wirelength in the final routing</td><td>723 µm</td></tr>
<tr><td>Diode insertion count for antenna repair</td><td>0</td></tr>
<tr><td>Total Wirelength</td><td>1.73 mm</td></tr>
<tr><td>Top routing layer in use</td><td>met4</td></tr>
<tr><td>Via count of the routed design</td><td>641</td></tr>
<tr><td>Detailed-route wire length per cell</td><td>10.1 µm</td></tr>
<tr><th colspan="2">Yosys</th></tr>
<tr><td>Yosys cell count</td><td>77</td></tr>
<tr><td>Leading area contributor after synthesis</td><td>dfrtp_1</td></tr>
<tr><td>Number of cells produced by synthesis</td><td>77</td></tr>
<tr><td>List of most frequent post-synthesis cells</td><td>nand2_1, dfrtp_1, o21ai_0</td></tr>
<tr><td>Per-instance average area after synthesis</td><td>9.75 µm²</td></tr>
<tr><td>Number of synthesized flops with an enable pin</td><td>0</td></tr>
<tr><td>Area share, top type</td><td>0.467</td></tr>
<tr><td>Dominant Register Cell</td><td>dfrtp_1</td></tr>
<tr><td>Chip area from the yosys synthesis statistics</td><td>751 µm²</td></tr>
<tr><td>Sequential cell area fraction in the yosys report</td><td>0.502</td></tr>
<tr><td>Synthesized area</td><td>751 µm²</td></tr>
<tr><td>Post-synthesis register bit count</td><td>15</td></tr>
<tr><td>Share of flip-flops with an asynchronous set or reset</td><td>1.00</td></tr>
<tr><td>Synthesis Warnings</td><td>2</td></tr>
<tr><td>Count leader, synth</td><td>nand2_1</td></tr>
<tr><td>Distinct cell type count of the synthesized netlist</td><td>26</td></tr>
<tr><td>Leading cell types by total area after synthesis</td><td>dfrtp_1, nand2_1, mux2i_1</td></tr>
<tr><th colspan="2">Clocking</th></tr>
<tr><td>Root buffer cell</td><td>clkbuf_8</td></tr>
<tr><td>Post-CTS clock slew at the launch and capture registers of the worst setup and hold paths</td><td>0.06 ns</td></tr>
<tr><td>Largest buffer count on any clock path</td><td>2</td></tr>
<tr><td>Post-cts hold-fix buffer tally</td><td>0</td></tr>
<tr><td>Latency at later pin</td><td>0.24 ns</td></tr>
<tr><td>Clock buffers created by TritonCTS</td><td>3</td></tr>
<tr><td>Number of clock sinks</td><td>15</td></tr>
<tr><td>Clock tree from TritonCTS</td><td>yes</td></tr>
<tr><td>Count of H-tree levels built during CTS</td><td>1</td></tr>
<tr><th colspan="2">Global route</th></tr>
<tr><td>Antenna violations before repair</td><td>0</td></tr>
<tr><td>Total routing resource utilization after global routing</td><td>0.0407</td></tr>
<tr><td>Pin count of the biggest net entering global routing</td><td>16</td></tr>
<tr><td>Vias in the first global route</td><td>632</td></tr>
<tr><td>Global-route wire length before repair</td><td>2.94 mm</td></tr>
<tr><td>Remaining global-route overflow</td><td>0</td></tr>
<tr><th colspan="2">Final layout</th></tr>
<tr><td>Fin area</td><td>1090 µm²</td></tr>
<tr><td>Fin cells</td><td>171</td></tr>
<tr><td>Synth-to-layout area growth</td><td>45.5%</td></tr>
<tr><td>Ratio of cells with drive above 1 in the final layout</td><td>0.149</td></tr>
<tr><th colspan="2">Floorplan</th></tr>
<tr><td>Chip area</td><td>8840 µm²</td></tr>
<tr><td>Die W</td><td>94 µm</td></tr>
<tr><td>IO Count</td><td>16</td></tr>
<tr><td>Placement Rows</td><td>26</td></tr>
<tr><td>Core ar.</td><td>5200 µm²</td></tr>
<tr><td>Die Height</td><td>94 µm</td></tr>
<tr><td>Starting density of the core</td><td>0.144</td></tr>
<tr><th colspan="2">Power and ir drop</th></tr>
<tr><td>Worst VDD drop</td><td>0.114 mV</td></tr>
<tr><td>Leakage power</td><td>0.529 nW</td></tr>
<tr><td>Power density relative to cell area</td><td>399 nW/µm²</td></tr>
<tr><th colspan="2">Setup path</th></tr>
<tr><td>Standard cell with the maximum stage delay on the critical path</td><td>or4b_4</td></tr>
<tr><td>Longest individual stage delay on the worst path</td><td>0.56 ns</td></tr>
<tr><td>Setup crit end kind</td><td>output pin</td></tr>
<tr><td>CP Max Fanout</td><td>4</td></tr>
<tr><td>CP top delay family</td><td>simple AND/OR/NAND/NOR gates</td></tr>
<tr><td>Critical path buffers and inverters</td><td>1</td></tr>
<tr><td>Category of the worst setup path launch point</td><td>register</td></tr>
<tr><td>Cell-by-cell listing of the critical path</td><td>or4b_4 &gt; nor4_4 &gt; and2_1 &gt; dlygate4sd2_1</td></tr>
<tr><td>Arrival time of data at the critical path endpoint</td><td>1.75 ns</td></tr>
<tr><td>Critical setup path kind</td><td>register to output pin</td></tr>
<tr><td>Data required time of the critical path</td><td>2.08 ns</td></tr>
<tr><th colspan="2">Run</th></tr>
<tr><td>Tally of max-capacitance violations</td><td>0</td></tr>
<tr><td>OpenROAD warning count</td><td>25</td></tr>
<tr><th colspan="2">Hold path</th></tr>
<tr><td>Type of the worst min-delay path</td><td>register to register</td></tr>
</table>
worst reg2reg max path, delay by kind of cell (launching register included):
| family | cells | cell delay (ns) |
|---|---|---|
| and+or+nand+nor | 2 | 0.92 |
| DFF | 1 | 0.37 |
| AOI/OAI and AO/OA | 1 | 0.26 |
| buffers and inverters | 1 | 0.14 |
metal layers:
layer | vias to the layer above | global-route usage
met5 | - | 0
met4 | 0 | 0.00759
met3 | 4 | 0.0162
met2 | 7 | 0.0703
met1 | 308 | 0.0466
li1 | 322 | -
path summary, 6_finish.rpt:
path / from / to / slack (ns) / cells after the start
min in group asynchronous: rst / datapath.n_r[0] / 0.63 / 2
max in group asynchronous: rst / controller.state_r[0] / 1.60 / 2
worst min-delay path: controller.state_r[0] / controller.state_r[0] / 0.49 / 1
worst max-delay path: datapath.n_r[2] / out[2] / 0.33 / 4
worst max register to register: datapath.n_r[1] / controller.state_r[2] / 0.81 / 4
worst min register to register: controller.state_r[0] / controller.state_r[0] / 0.49 / 1
power by group:
part / switching [W] / internal, W
clock network: 0.0000737 / 0.000108
logic: 0.00000710 / 0.0000133
registers: 0 / 0.000234
area by class of cell:
cell class | instances | area (µm²)
sequential | 15 | 377
inverter | 2 | 7.51
clock buffer | 4 | 45.0
fill | 585 | 4110
multi-input combinational | 58 | 364
timing repair buffer | 22 | 211
tap | 70 | 87.6
timing repair:
item | in CTS | in global routing
gates resized | 2 | 4
buffers inserted | 3 | 3
pin swaps | 3 | 2
endpoints found under the hold margin | 0 | 0
setup endpoints to repair | 5 | 3
through the flow:
stage	worst slack [ns]	hold WS, ns	power [W]	util
global route	0.238	0.512	0.000458	0.210
floorplan	0.758	0.421	0.000241	-
detailed placement	0.129	0.486	0.000259	0.190
global placement	0.153	0.481	0.000259	0.190
finish	0.332	0.492	0.000436	0.210
CTS	0.00471	0.495	0.000442	0.204
placed cells by master, fill, tap and decap left out:
cell type	n
o41ai_1	1
nand3_1	3
dlygate4sd2_1	1
nor4_4	1
nor2_1	1
or3_4	1
ha_1	1
a21oi_1	4
nand4_1	1
dlymetal6s2s_1	4
nor4_1	2
or2b_1	1
a21o_1	1
inv_1	2
dfrtp_1	14
or4b_4	1
nand2b_1	2
a21o_2	1
o21ai_0	6
dfstp_2	1
mux2i_1	3
buf_4	7
a2111o_1	1
clkbuf_1	1
clkdlybuf4s50_1	10
and2_1	4
nand4bb_1	1
nand2_1	19
o311ai_0	2
nor2b_1	1
clkbuf_8	3
flip-flops by register name, summed over array words and instances, names as in the netlist:
signal              flops
controller.state_r      3
datapath.count_r        4
datapath.n_r            8
logic make-up (layout without fill, tap and decap cells):
family | Yosys count | count (layout) | share of synthesized area
multiplexers | 3 | 3 | 0.0400
AND/OR/NAND/NOR | 38 | 38 | 0.283
adder cells (fa/ha/maj) | 1 | 1 | 0.0167
buffers and inverters | 4 | 28 | 0.0200
AND-OR/OR-AND | 16 | 16 | 0.138
flip-flops | 15 | 15 | 0.502
Power and IR drop assume default switching activity.
